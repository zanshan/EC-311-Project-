==> flow/design.v <==
`timescale 1ns / 1ps
`timescale 1ns / 1ps
module debouncer(
    input clk,
    input button,
    output reg clean
    );
    wire [19:0] counter_max = 20'd1000;    
    reg [19:0] counter = 20'd00000;      
    reg button_reg = 1'b0;           
    reg button_stable = 1'b0;        
    always @(posedge clk) begin
        button_reg = button;
        if(button_reg == button_stable) begin
            counter = 20'd00000;
        end else if (counter < counter_max) begin
            counter = counter + 1'b1;  
        end
        else if(counter == counter_max) begin
            button_stable = button_reg;  
        end   
        clean = button_stable;
    end
endmodule
==> flow/run.sh <==
#!/bin/bash
# OpenROAD 26Q1-2900-gdf79404cd8, Yosys 0.63+post, stock flow scripts
make -C /OpenROAD-flow-scripts/flow DESIGN_CONFIG=/design/flow/config.mk WORK_HOME=/design/flow/orfs finish
==> flow/config.mk <==
export PLATFORM = sky130hd
export DESIGN_NAME = debouncer
export DESIGN_NICKNAME = debouncer
export VERILOG_FILES = /design/flow/design.v
export SDC_FILE = /design/flow/constraint.sdc
export NUM_CORES = 4
export LEC_CHECK = 1
export CORE_AREA = 10 10 97 97
export DIE_AREA = 0 0 107 107
==> flow/constraint.sdc <==
current_design debouncer

set clk_period 2.6
set clk_io_pct 0.2

create_clock -name clk0 -period $clk_period [get_ports {clk}]

set non_clock_inputs [all_inputs -no_clocks]
set_input_delay [expr $clk_period * $clk_io_pct] -clock clk0 $non_clock_inputs
set_output_delay [expr $clk_period * $clk_io_pct] -clock clk0 [all_outputs]
==> impl_metrics.xml <==
<?xml version="1.0" encoding="UTF-8"?>
<metrics>
  <group name="status">
    <metric name="outcome" unit="">finished clean</metric>
  </group>
  <group name="yosys">
    <metric name="count_of_cell_types_in_the_netlist" unit="">28</metric>
    <metric name="synth.ff_latch_count" unit="">22</metric>
    <metric name="synthCells" unit="">92</metric>
    <metric name="top_area_cell" unit="">dfxtp_1</metric>
    <metric name="syn-cell-area" unit="um2">921</metric>
    <metric name="yosys.stat.seqShare" unit="%">47.8</metric>
    <metric name="synth-cells-yosys" unit="">92</metric>
    <metric name="largest_cells_by_area" unit="">dfxtp_1 (48%), and2_1 (6.1%), o31ai_1 (5.7%)</metric>
    <metric name="yosysTopAreaCellShare" unit="%">47.8</metric>
    <metric name="yosys.stat.chipArea" unit="um2">921</metric>
    <metric name="yosys_warnings" unit="">1</metric>
    <metric name="syn_avg_cell_area" unit="um2">10.0</metric>
  </group>
  <group name="floorplanning">
    <metric name="boundaryPins" unit="">3</metric>
    <metric name="initial_core_util" unit="%">12.6</metric>
    <metric name="chip_area" unit="um2">11400</metric>
    <metric name="die.size.y" unit="um">107</metric>
    <metric name="die_width" unit="um">107</metric>
    <metric name="core_area" unit="um2">7290</metric>
    <metric name="placement_rows" unit="">31</metric>
  </group>
  <group name="clock_network">
    <metric name="cts_tree" unit="">built</metric>
    <metric name="clock_tree.root_cell" unit="">clkbuf_8</metric>
    <metric name="post_cts.resized_instances" unit="">0</metric>
    <metric name="clock_transition_time_at_the_flip_flop_clock_pins_of_the_worst_setup_and_hold_paths" unit="ns">0.08</metric>
    <metric name="tritoncts.num_buffers" unit="">3</metric>
    <metric name="cts_sinks" unit="">22</metric>
    <metric name="h-tree-depth" unit="">1</metric>
    <metric name="ctsHoldBuffers" unit="">0</metric>
    <metric name="clk-insertion-delay-late" unit="ns">0.26</metric>
    <metric name="cts_setup_buffers" unit="">0</metric>
    <metric name="max_buffers_root_to_sink" unit="">2</metric>
  </group>
  <group name="timing">
    <metric name="fmax" unit="MHz">538</metric>
    <metric name="final.period_utilization" unit="%">71.5</metric>
    <metric name="setup-tns-final" unit="ns">0</metric>
    <metric name="fin_crit" unit="ns">1.86</metric>
    <metric name="drv_slew" unit="">0</metric>
    <metric name="tightestPinTransition" unit="ns">0.408</metric>
    <metric name="rsz0062_at_grt" unit="">false</metric>
    <metric name="setup_viol_count_final" unit="">0</metric>
    <metric name="slew_headroom" unit="%">72.7</metric>
    <metric name="fin_worst_skew" unit="ns">0.00201</metric>
    <metric name="hold_viol" unit="">0</metric>
  </group>
  <group name="placement">
    <metric name="placed_cells_incl_taps" unit="">194</metric>
    <metric name="total_half_perimeter_wirelength_after_legalization_and_detailed_placement" unit="mm">1.11</metric>
    <metric name="dpl_cell_area" unit="um2">1080</metric>
    <metric name="routabilityCongestion" unit="">0.814</metric>
    <metric name="placement.io_buffers" unit="">2</metric>
  </group>
  <group name="route">
    <metric name="drt_drc_violations_left" unit="">0</metric>
    <metric name="antennaDiodeCount" unit="">0</metric>
    <metric name="drt_iter0_drc" unit="">73</metric>
    <metric name="postRouteWirelength" unit="mm">1.51</metric>
    <metric name="detailedRoute.firstPassIterationCount" unit="">4</metric>
    <metric name="antenna_violating_nets_post_route" unit="">0</metric>
    <metric name="routedWlPerCell" unit="um">7.64</metric>
    <metric name="dr_total_vias" unit="">669</metric>
    <metric name="drt-vias-per-instance" unit="">3.38</metric>
  </group>
  <group name="setup_path">
    <metric name="regToRegSetupSlack" unit="ns">0.74</metric>
    <metric name="cells_traversed_along_the_worst_timing_path" unit="">nor4_4 -&gt; nand3_2 -&gt; nor4_1 -&gt; mux2_2</metric>
    <metric name="timing.setup.critical_path_class" unit="">reg2reg</metric>
    <metric name="cp.buffers_inverters" unit="">0</metric>
    <metric name="cp_max_fo" unit="">16</metric>
    <metric name="cp_data_arrival_time" unit="ns">2.01</metric>
    <metric name="timing.critical_path.slowest_cell_delay" unit="ns">0.42</metric>
    <metric name="timing.critical_path.slowest_stage_cell" unit="">nor4_1</metric>
    <metric name="start_kind" unit="">flip-flop</metric>
    <metric name="critical-path-top-delay-family" unit="">simple AND/OR/NAND/NOR gates</metric>
    <metric name="critical_path_required" unit="ns">2.75</metric>
    <metric name="endpoint_kind" unit="">flip-flop</metric>
  </group>
  <group name="global_routing">
    <metric name="number_of_antenna_violations_at_the_first_check_in_global_routing" unit="">0</metric>
    <metric name="grt_pass1_wl" unit="mm">2.85</metric>
    <metric name="grt_start_max_net_pins" unit="">17</metric>
    <metric name="grtUsageTotal" unit="%">2.79</metric>
    <metric name="via_count_of_the_first_global_routing_pass" unit="">633</metric>
    <metric name="grt_overflow" unit="">0</metric>
  </group>
  <group name="final_layout">
    <metric name="layout.cell_area.non_filler" unit="um2">1150</metric>
    <metric name="layout-area-overhead-vs-synth" unit="%">24.9</metric>
    <metric name="fraction_of_final_layout_cells_with_drive_strength_greater_than_1" unit="%">13.1</metric>
    <metric name="mostFrequentLayoutCell" unit="">dfxtp_1</metric>
    <metric name="fillerInstances" unit="">851</metric>
    <metric name="layoutNonFillerInstCount" unit="">198</metric>
    <metric name="most_numerous_logic_cells_after_layout" unit="">dfxtp_1 (22), and2_1 (9), a21oi_1 (8)</metric>
  </group>
  <group name="job">
    <metric name="maxCapViolCount" unit="">0</metric>
    <metric name="stage_log_warnings" unit="">26</metric>
  </group>
  <group name="hold_path">
    <metric name="hold_path_class" unit="">reg2reg</metric>
  </group>
  <group name="power">
    <metric name="leakagePower" unit="nW">0.378</metric>
    <metric name="power.density_cell_area" unit="nW/um2">590</metric>
    <metric name="peakVddDrop" unit="V">0.000353</metric>
  </group>
</metrics>
## stage by stage
step	utilization, %	hold WS, ns	power [mW]	worst slack (ns)
5_1_grt	15.8	0.497	0.708	0.569
4_1_cts	15.8	0.472	0.688	0.723
3_5_place_dp	14.8	0.452	0.373	0.670
2_1_floorplan	-	0.431	0.365	0.965
6_report	15.8	0.476	0.678	0.741
3_3_place_gp	14.8	0.446	0.373	0.659
## logic make-up after synthesis
logic type	after synthesis	share of synthesized area, %
simple gates	38	28.9
compound gates	22	15.2
flops	22	47.8
buf+inv	5	2.17
xor+xnor	2	1.90
fa+ha+maj	2	2.72
mux	1	1.22
## worst paths after layout
check / startpoint / end / cells after the start
max: counter[11]$_SDFFE_PP0N_ / button_stable$_DFF_P_ / 4
max reg2reg: counter[11]$_SDFFE_PP0N_ / button_stable$_DFF_P_ / 4
min reg2reg: counter[9]$_SDFFE_PP0N_ / counter[9]$_SDFFE_PP0N_ / 1
min: counter[9]$_SDFFE_PP0N_ / counter[9]$_SDFFE_PP0N_ / 1
## cell usage after synthesis (all sizes together)
master	count
o31ai	7
o21a	1
ha	2
or2	1
o211ai	4
inv	3
xor2	1
mux2	1
or3	2
a21oi	8
nor4	4
clkbuf	1
buf	1
nor3	1
and4	1
nand4	1
xnor2	1
nor2	2
dfxtp	22
nand3	5
or4	6
nand2	4
o21ai	2
and2	10
or4bb	1
## sequential cells by signal, indices dropped and copies added, names as in the netlist
| signal | flops |
|---|---|
| counter | 20 |
| clean | 1 |
| button_stable | 1 |
## routing by layer
metal	GRT usage, %	vias up	share of wire [%]
li1	-	360	-
met1	4.17	304	54
met2	3.95	3	43
met3	0.728	2	3.0
met4	0.484	0	0.33
met5	0	-	0
## cell type report
cell class	count	area (um2)	area share [%]
multi-input combinational	65	460	40.0
clock inverter	1	30.0	2.61
sequential	22	440	38.3
tap	99	124	10.8
timing repair buffer	5	42.5	3.70
clock buffer	3	41.3	3.59
inverter	3	11.3	0.979
## report_power, final
group | internal, mW | switching (mW) | leakage, nW
combinational | 0.00950 | 0.00988 | 0.164
clock | 0.205 | 0.107 | 0.0357
sequential | 0.340 | 0.00589 | 0.178
total | 0.555 | 0.122 | 0.378
## worst register-to-register path: stages, from the launching register on
cell and delay, ns:
dfxtp_1 0.33, nor4_4 0.32, nand3_2 0.30, nor4_1 0.42, mux2_2 0.38
Power figures rest on the tool's default switching activity, not on a simulated workload.
