===== ./design.v =====
module lfsr_random(
    input wire clk,
    input wire reset,
    output reg [31:0] random_num  
);
reg [7:0] lfsr;
wire feedback;
reg [1:0] sample_count;  
assign feedback = lfsr[7] ^ lfsr[5] ^ lfsr[4] ^ lfsr[3];
always @(posedge clk or posedge reset) begin
    if (reset) begin
        lfsr <= 8'h1;  
    end else begin
        lfsr <= {lfsr[6:0], feedback};  
    end
end
always @(posedge clk or posedge reset) begin
    if (reset) begin
        random_num   <= 32'h0;
        sample_count <= 2'b00;
    end else begin
        case (sample_count)
            2'b00: random_num[7:0]   <= lfsr;
            2'b01: random_num[15:8]  <= lfsr;
            2'b10: random_num[23:16] <= lfsr;
            2'b11: random_num[31:24] <= lfsr;
        endcase
        sample_count <= sample_count + 1'b1;
    end
end
endmodule

===== ./run.sh =====
#!/bin/bash
# OpenROAD 26Q1-2900-gdf79404cd8, Yosys 0.63+post, stock flow scripts
make -C /OpenROAD-flow-scripts/flow DESIGN_CONFIG=/design/flow/config.mk WORK_HOME=/design/flow/orfs finish

===== ./config.mk =====
export PLATFORM = sky130hd
export DESIGN_NAME = lfsr_random
export DESIGN_NICKNAME = lfsr_random
export VERILOG_FILES = /design/flow/design.v
export SDC_FILE = /design/flow/constraint.sdc
export NUM_CORES = 4
export LEC_CHECK = 1
export CORE_UTILIZATION = 30

===== ./constraint.sdc =====
current_design lfsr_random

set clk_period 1.6
set clk_io_pct 0.2

create_clock -name clk0 -period $clk_period [get_ports {clk}]

set non_clock_inputs [all_inputs -no_clocks]
set_input_delay [expr $clk_period * $clk_io_pct] -clock clk0 $non_clock_inputs
set_output_delay [expr $clk_period * $clk_io_pct] -clock clk0 [all_outputs]

==> flow_metrics.py <==
# Flow results
metrics = {
    "routing": {
        "wl_per_cell_um": 13.2,
        "vias_per_cell": 4.15,
        "drtAntennaViolNets": 0,
        "antenna_cells_inserted": 0,
        "drc": 0,
        "num_vias": 822,
        "drt_iter0_drc": 44,
        "top_layer": "met4",
        "met1_length_mm": 1.31,
        "routed-wl-met2_mm": 1.14,
        "dr.pass1.iters": 3,
        "routed_wl_mm": 2.62,
        "wl_met3_um": 159,
    },
    "grt": {
        "grt_pass1_vias": 849,
        "grt.total_usage_pct": 11.1,
        "grt_first_pass_wirelength_mm": 4.22,
        "overflow": 0,
        "antenna_found_initial": 0,
        "grt_max_degree": 43,
    },
    "logic_synthesis": {
        "synth_top_cell_by_area": "dfrtp_1",
        "ys_cells": 88,
        "top_area_share_pct": 66.4,
        "ys.flops": 42,
        "yosys-stat-area_um2": 1550,
        "syn_avg_cell_area_um2": 17.6,
        "ys_warn_count": 1,
        "synth_area_um2": 1550,
        "syn_inst": 88,
        "synthTopCellsByArea": "dfrtp_1 (66%), mux2_2 (23%), ha_1 (3.2%)",
        "synth.distinct_cells": 8,
        "ys_seq_share_pct": 68.1,
    },
    "timing": {
        "skew_ns": 0.00301,
        "final.setup.worst_slack_ns": 0.158,
        "maxSlewViolCount": 0,
        "rsz0062_at_grt": "false",
        "finalSetupTns_ns": 0,
        "holdWs_ns": 0.384,
        "maxSlewHeadroom_pct": 75.0,
        "period_used_pct": 90.1,
        "fmax_mhz": 694,
        "setup_violations": 0,
        "hold_viol": 0,
        "tightest_slew_ns": 0.375,
        "fin_crit_ns": 1.44,
    },
    "pwr": {
        "leakage_nw": 1.00,
        "power.density_nw_per_um2": 852,
        "switchingPower_mw": 0.342,
        "ir_worst_vdd_uv": 484,
        "power_frac_seq_pct": 60.4,
        "power_frac_clock_pct": 38.1,
        "combPwrFrac_pct": 1.6,
        "swShare_pct": 19.4,
        "p_int_mw": 1.42,
        "p_total_mw": 1.76,
    },
    "critical_path": {
        "critPathMaxFanout": 2,
        "crit_family": "buffers and inverters",
        "arrival_ns": 1.12,
        "critical_path_buf_inv_count": 1,
        "slowest_delay_ns": 0.48,
        "worstPathRequired_ns": 1.28,
        "crit_type": "flip-flop to primary output",
        "cp-start-kind": "flip-flop",
        "crit_chain": "clkdlybuf4s50_1",
        "critPathSlowestCell": "clkdlybuf4s50_1",
        "worst_setup_path_end_kind": "primary output",
    },
    "die": {
        "dieArea_um2": 5440,
        "row_count": 25,
        "dieHeight_um": 73.8,
        "die_x_um": 73.8,
        "core-area_um2": 4850,
        "ioPinCount": 34,
        "initCoreUtil_pct": 31.9,
    },
    "place": {
        "place_inst": 190,
        "pre_cts_ws_ns": 0.238,
        "portBuffers": 33,
        "hpwl_mm": 1.84,
        "place_congestion": 0.705,
    },
    "job": {
        "cap_violations": 0,
        "openroad.warnings": 28,
    },
    "outcome": {
        "status": "completed",
    },
    "clocking": {
        "cts_sinks": 42,
        "ctsHoldBuffers": 0,
        "cts_tree": "done",
        "post_cts_resized": 0,
        "cts-root-buf": "clkbuf_8",
        "clk_pin_slew_worst_paths_ns": 0.07,
        "cts_made_buffers": 5,
        "post-cts-setup-buffers": 0,
        "clock_path_buffers": 2,
        "clk_latency_ns": 0.29,
        "htree_levels": 2,
    },
    "min_path": {
        "min_path_type": "input pin to async pin",
    },
    "final_layout": {
        "comb_area_um2": 437,
        "drive_gt1_share_pct": 35.1,
        "stdcell_count": 198,
        "fillers": 433,
        "regArea_um2": 1050,
        "area_growth_pct": 33.5,
    },
}
layer usage:
metal	global-route usage, %	vias up
met5	0	-
met4	1.50	0
met3	4.02	2
met2	15.3	24
met1	17.8	411
li1	-	385
path summary, 6_finish.rpt:
path                                              end                  startpoint  cells past startpoint  slack [ns]
max                                    random_num[11]  random_num[11]$_DFFE_PP0N_                      1        0.16
min                        random_num[27]$_DFFE_PP0N_                       reset                      3        0.38
max reg2reg                random_num[11]$_DFFE_PP0N_   sample_count[1]$_DFF_PP0_                      3        0.24
min reg2reg                         lfsr[1]$_DFF_PP0_           lfsr[0]$_DFF_PP1_                      0        0.42
max in group asynchronous           lfsr[0]$_DFF_PP1_                       reset                      3        0.96
min in group clk0                   lfsr[1]$_DFF_PP0_           lfsr[0]$_DFF_PP1_                      0        0.42
cells by family (layout without fill, tap and decap cells):
family / Yosys count / in the layout / synth area share (%)
flip-flops: 42 / 42 / 68.1
buffers and inverters: 7 / 50 / 3.64
multiplexers: 32 / 32 / 23.3
adder cells (fa/ha/maj): 4 / 4 / 3.24
XOR/XNOR: 3 / 3 / 1.70
cell usage in the layout, fill, tap and decap left out:
master	instances
buf_12	1
buf_4	5
clkbuf_1	1
clkbuf_8	6
clkdlybuf4s50_1	33
clkinv_2	1
dfrtp_1	41
dfstp_2	1
ha_1	4
inv_1	3
mux2_2	32
xnor2_1	2
xor2_1	1
synth_stat cells:
library cell	number
inv_1	3
dfstp_2	1
ha_1	4
buf_6	4
dfrtp_1	41
xnor2_1	2
xor2_1	1
mux2_2	32
through the flow:
step	area, um2	utilization (%)
2_1_floorplan	1550	-
3_3_place_gp	1970	40.7
3_5_place_dp	1970	40.7
4_1_cts	2060	42.6
5_1_grt	2060	42.6
6_report	2060	42.6
worst register-to-register path: cells and delay by family, from the launching register on:
| kind | cells | cell delay, ns |
|---|---|---|
| fa+ha+maj | 1 | 0.38 |
| buf+inv | 1 | 0.09 |
| flops | 1 | 0.40 |
| mux | 1 | 0.38 |
power by group through the flow:
stage / combinational, mW / sequential (mW) / clock (mW)
CTS: 0.0292 / 1.06 / 0.690
finish: 0.0276 / 1.06 / 0.669
global route: 0.0329 / 1.06 / 0.744
area by class of cell:
class	count	share of cell area, %
timing repair buffer	39	18.8
multi-input combinational	39	21.2
inverter	3	0.546
clock inverter	1	0.243
sequential	42	51.0
tap	67	4.06
clock buffer	7	4.18
state kept, by name (all words and copies together), names as in the netlist:
register / cells
lfsr: 8
sample_count: 2
random_num: 32
No activity file was given, so power comes from the tool's default toggle rates.
